==> ./design.v <==
module Cfu (
  input               cmd_valid,
  output              cmd_ready,
  input      [9:0]    cmd_payload_function_id,
  input      [31:0]   cmd_payload_inputs_0,
  input      [31:0]   cmd_payload_inputs_1,
  output              rsp_valid,
  input               rsp_ready,
  output     [31:0]   rsp_payload_outputs_0,
  input               reset,
  input               clk
);
  assign rsp_valid = cmd_valid;
  assign cmd_ready = rsp_ready;
  reg [31:0] a_cdt [0:31];  
  reg [31:0] a_col [0:31];  
  reg [31:0] a_pos [0:31];  
  reg [31:0] a_neg [0:31];  
  reg [31:0] r_h    = 0;        
  reg [31:0] r_r    = 0;        
  reg [31:0] r_ret  = 0;        
  integer i;
  initial begin
    for (i = 0; i <= 31; i = i + 1) begin
      a_cdt[i] = 0;
      a_col[i] = 0;
      a_pos[i] = 0;
      a_neg[i] = 0;
    end
  end
  wire        cfu_init        = (cmd_payload_function_id == 0);
  wire        cfu_kernel      = (cmd_payload_function_id == 1);
  wire        cfu_get_ret     = (cmd_payload_function_id == 2);
  wire        w_bool          = ~(r_r == 0 && r_h - 1 == 0);
  wire [31:0] lsb             = (-r_r) & r_r;
  always @(posedge clk) begin
    if (cmd_valid) begin
      if (cfu_init) begin
        r_h       <= 1;
        r_r       <= (1 << cmd_payload_inputs_0);
        a_col[1]  <= (1 << 16) - 1;
        a_pos[1]  <= 0;
        a_neg[1]  <= 0;
        r_ret     <= 0;
      end
      if (cfu_kernel) begin
        if (r_r) begin
          a_cdt[r_h + 1] <= r_r & ~lsb;
          a_col[r_h + 1] <= a_col[r_h] & ~lsb;
          a_pos[r_h + 1] <= (a_pos[r_h] | lsb) << 1;
          a_neg[r_h + 1] <= (a_neg[r_h] | lsb) >> 1;
          r_r <= (a_col[r_h] & ~lsb) &
                ~(((a_pos[r_h] | lsb) << 1) |
                  ((a_neg[r_h] | lsb) >> 1));
          r_h <= r_h + 1;
        end else begin
          r_r <= a_cdt[r_h];
          r_h <= r_h - 1;
          if (r_h - 1 == 16) begin
            r_ret <= r_ret + 1;
          end
        end
      end
    end
  end
  assign rsp_payload_outputs_0 = (cfu_init)         ? 0 :
                                 (cfu_kernel)       ? w_bool :
                                 (cfu_get_ret)      ? r_ret : -1;
endmodule
==> ./run.sh <==
#!/bin/bash
# OpenROAD 26Q1-2900-gdf79404cd8, Yosys 0.63+post, stock flow scripts
make -C /OpenROAD-flow-scripts/flow DESIGN_CONFIG=/design/flow/config.mk WORK_HOME=/design/flow/orfs finish
==> ./config.mk <==
export PLATFORM = sky130hd
export DESIGN_NAME = Cfu
export DESIGN_NICKNAME = Cfu
export VERILOG_FILES = /design/flow/design.v
export SDC_FILE = /design/flow/constraint.sdc
export NUM_CORES = 4
export LEC_CHECK = 1
export CORE_UTILIZATION = 30
==> ./constraint.sdc <==
current_design Cfu

set clk_period 87.6
set clk_io_pct 0.2

create_clock -name clk0 -period $clk_period [get_ports {clk}]

set non_clock_inputs [all_inputs -no_clocks]
set_input_delay [expr $clk_period * $clk_io_pct] -clock clk0 $non_clock_inputs
set_output_delay [expr $clk_period * $clk_io_pct] -clock clk0 [all_outputs]
==> results.py <==
# Generated from Yosys and OpenROAD reports
metrics = {
    "global_routing": {
        "gr-total-overflow": 0,
        "grt_max_degree": 97,
        "antenna_found_initial": 17,
        "grt_pass1_wl_mm": 586,
        "grt_pass1_vias": 83300,
        "grt_use_total": 0.166,
    },
    "min_path": {
        "whs_endpoint": "r_ret[4]",
        "hold_class": "reg -> reg",
        "hold_depth": 1,
        "hold_start": "r_ret[4]",
    },
    "cts": {
        "numCtsBuffers": 410,
        "ctsHtreeMaxLevel": 5,
        "cts_setup_buffers": 0,
        "insertion_delay_ns": 1.01,
        "hold_buffers": 0,
        "clk_pin_slew_ns": 0.06,
        "cts_resized": 0,
        "clock-sinks": 4032,
        "cts_tree": "yes",
        "root_buffer": "clkbuf_16",
        "ctsLongestPathBuffers": 4,
    },
    "final_timing": {
        "fin_crit_ns": 38.37,
        "period_used_share": 0.438,
        "fin_skew_ns": 0.0595,
        "fmax_mhz": 26.1,
        "finalHoldViolCount": 0,
        "grt_setup_unrepaired": "no",
        "setup_viol": 0,
        "max_slew_margin": 0.242,
        "worst_pin_slew_ns": 1.13,
        "tns_ns": 0,
        "final_max_slew_viol_count": 0,
    },
    "setup_path": {
        "cp_max_fo": 35,
        "r2r_slack_ns": 80.87,
        "cp_data_arrival_time_ns": 20.85,
        "start_kind": "primary input",
        "rr_endpoint": "a_col[8][15]",
        "worst_r2r_path_depth": 10,
        "required_ns": 70.08,
        "end_kind": "output port",
        "crit_type": "in -> out",
        "timing.rr.start": "r_h[0]",
    },
    "route": {
        "drt-wirelength-per-cell_um": 28.1,
        "first_iter_violations": 5171,
        "drc": 0,
        "antenna_left": 0,
        "detail_route.first_pass.iterations": 8,
        "vias": 74700,
        "vias_per_cell": 5.12,
        "drt-total-wl_mm": 409,
    },
    "die": {
        "chipHeight_um": 726,
        "fp_util": 0.301,
        "die_w_um": 726,
        "io_pins": 112,
        "row_count": 265,
        "fp.coreArea_um2": 521000,
        "die-area_um2": 526000,
    },
    "yosys": {
        "netlist_area_um2": 157000,
        "flop_cell": "edfxtp_1",
        "largest_area_cell": "edfxtp_1",
        "edf_count": 4032,
        "top_cells_by_area": "edfxtp_1 77%, mux4_2 18%, nor2_1 0.58%",
        "yosys_cells": 6776,
        "synth.avg_cell_area_um2": 23.2,
        "syn_inst": 6776,
        "ys_types": 72,
        "ys_warn_count": 1,
        "ys_seq_frac": 0.771,
        "yosys-stat-area_um2": 157000,
        "yosys.area.top_type_share": 0.771,
        "async_reset_ff_frac": 0,
        "ys_ff": 4032,
    },
    "final_layout": {
        "fin_area_um2": 182000,
        "layout-drive-gt1-share": 0.310,
        "areaGrowthSynthToFinish_pct": 16.0,
    },
    "power": {
        "powerDensity_nw_per_um2": 21.0,
        "ir_worst_vdd_mv": 0.0159,
        "p_leak_nw": 51.6,
    },
    "job": {
        "cap_viol_max_count": 0,
        "warning_count": 64,
    },
    "place": {
        "hpwl_mm": 214,
        "gp_congestion": 0.842,
        "port_buffers": 76,
        "dpl_cell_area_um2": 169000,
    },
    "outcome": {
        "status": "complete, no violations",
    },
}
synth_stat cells (33+ instances only):
| library cell | count |
|---|---|
| nand3_1 | 73 |
| a21oi_1 | 66 |
| and2_1 | 37 |
| clkbuf_1 | 174 |
| edfxtp_1 | 4032 |
| nor2_1 | 241 |
| mux4_2 | 1228 |
| buf_1 | 88 |
| nor4_1 | 33 |
| buf_2 | 90 |
| nand2_1 | 169 |
| mux2i_1 | 77 |
cells by family (layout without fill, tap and decap cells):
kind of cell | count (synthesis) | after routing | synth area share
other | 0 | 11 | 0
buffers and inverters | 373 | 1237 | 0.00985
and+or+nand+nor | 773 | 773 | 0.0245
AOI/OAI and AO/OA | 248 | 248 | 0.0109
DFF | 4032 | 4032 | 0.771
xor gates and xnor gates | 31 | 31 | 0.00173
muxes | 1312 | 1312 | 0.182
adders and majority gates | 7 | 7 | 0.000558
worst max path at each step:
stage	from	to	cells past startpoint
6_report	cmd_payload_function_id[7]	rsp_payload_outputs_0[0]	11
5_1_grt	cmd_payload_function_id[7]	rsp_payload_outputs_0[0]	11
4_1_cts	cmd_payload_function_id[7]	rsp_payload_outputs_0[0]	11
per-layer routing:
metal | vias to the layer above | track usage | wire length (um)
li1 | 30200 | - | -
met1 | 37600 | 0.160 | 118000
met2 | 5963 | 0.251 | 193000
met3 | 911 | 0.153 | 82100
met4 | 51 | 0.0504 | 15700
met5 | - | 0.0133 | 1240
through the flow:
step                hold slack, ns  utilization  setup slack (ns)  cells  power [mW]
floorplan                    0.561            -             50.45   6776        2.14
detailed placement           0.599        0.324             49.23  13800        2.14
global route                 0.663        0.350             49.03  14600        3.92
global placement             0.588        0.324             49.16  13800        2.14
CTS                          0.616        0.350             49.22  14600        3.85
finish                       0.618        0.350             49.23  14600        3.82
critical path, cell delays in order:
cell and delay (ns):
clkdlybuf4s50_1 0.39, or4_1 0.61, nor3_4 0.18, buf_4 0.33, nand4_1 0.16, nand4b_1 0.22
or4_1 0.54, buf_4 0.27, nor2_1 0.13, a21oi_1 0.05, clkdlybuf4s50_1 0.42
registers in the layout, indices dropped and copies added (netlist names):
| signal | cells |
|---|---|
| a_col | 1024 |
| a_cdt | 992 |
| a_neg | 960 |
| a_pos | 960 |
| r_h | 32 |
| r_r | 32 |
| r_ret | 32 |
layout make-up:
type	instances	area (um2)
Timing Repair Buffer	460	3910
Antenna cell	11	27.5
Clock buffer	503	10700
Fill cell	46900	339000
Tap cell	6942	8690
Sequential cell	4032	121000
Multi-Input combinational cell	2371	35100
Clock inverter	260	2620
Inverter	14	72.6
layout by cell type, fill, tap and decap left out, types with 11 or more instances in the layout:
cell / instances
inv_6: 11
edfxtp_1: 4032
a21o_1: 24
nand2_1: 167
bufinv_16: 41
clkinv_2: 91
nand3_1: 73
or4_1: 16
nor2b_2: 12
xor2_1: 11
clkinv_1: 80
mux2i_1: 77
buf_12: 22
mux4_2: 1228
nand3b_1: 13
diode_2: 11
o22ai_1: 21
nand2b_1: 20
o21ai_0: 17
and3_1: 25
a21oi_1: 48
nor2_1: 169
nand4_1: 27
a21oi_2: 18
nor4_1: 32
a31oi_1: 13
inv_1: 11
nor2_4: 63
o221ai_1: 22
or3_1: 26
clkdlybuf4s50_1: 75
and2_1: 34
clkbuf_16: 413
clkbuf_1: 90
clkinvlp_4: 16
nor3_1: 26
xnor2_1: 20
buf_4: 362
report_power, final:
part / switching (mW) / internal [mW] / leakage (nW)
Combinational: 0.00389 / 0.00371 / 11.0
Sequential: 0.00124 / 2.09 / 34.1
Clock: 0.732 / 0.991 / 6.49
Total: 0.738 / 3.09 / 51.6
No activity file was given, so power comes from the tool's default toggle rates.
